## ./design.v

```verilog
`timescale 1ns / 1ps
module Calendar(
input clk,sd,reset,
output wire [7:0]a_to_g_left,a_to_g_right,
output wire [3:0]leftseg,rightseg
    );
    wire outclk190,outclk12,clk_trl;
    wire [7:0]state;
    slowclock sck(.clk(clk),.outclk190(outclk190),.outclk12(outclk12));
    mux m(.outclk190(outclk190),.outclk12(outclk12),.sd(sd),.clk_trl(clk_trl));
    t_8 t(.clk_trl(clk_trl),.reset(reset),.state(state));
    display dip(.state(state),.a_to_g_left(a_to_g_left),
    .a_to_g_right(a_to_g_right),.leftseg(leftseg),.rightseg(rightseg));
endmodule
`timescale 1ns / 1ps
module display(
input [7:0]state,
output reg [7:0]a_to_g_left,a_to_g_right,
output reg [3:0]leftseg,rightseg
    );
    always@(state) begin
    a_to_g_left=8'b00000000;
    a_to_g_right=8'b00000000;
    leftseg=4'b0000;
    rightseg=4'b0000;
    case(state)
    8'b00000000:begin a_to_g_left=8'b11011010;leftseg=4'b1000;end
    8'b00000001:begin a_to_g_left=8'b11111100;leftseg=4'b0100;end
    8'b00000011:begin a_to_g_left=8'b11011010;leftseg=4'b0010;end
    8'b00000111:begin a_to_g_left=8'b11110011;leftseg=4'b0001;end
    8'b00001111:begin a_to_g_right=8'b01100000;rightseg=4'b1000;end
    8'b00011111:begin a_to_g_right=8'b11011011;rightseg=4'b0100;end
    8'b00111111:begin a_to_g_right=8'b11011010;rightseg=4'b0010;end
    8'b01111111:begin a_to_g_right=8'b11011010;rightseg=4'b0001;end
    endcase
    end
endmodule
`timescale 1ns / 1ps
module mux(
input outclk190,outclk12,sd,
output reg clk_trl
    );
    always@(*) begin
    if(sd)
    clk_trl=outclk190;
    else
    clk_trl=outclk12;
    end
endmodule
`timescale 1ns / 1ps
module slowclock(
input clk,
output reg outclk190,outclk12
    );
    parameter sys_clk='d100000000;
    parameter max190=sys_clk/(2*190)-1;
    parameter max12=sys_clk/(2*12)-1;
    reg [18:0]counter190;
    reg [21:0]counter12;
    always@(posedge clk) begin
    if(counter190==max190) begin
    counter190<=0;
    outclk190<=~outclk190;
    end
    else counter190<=counter190+1;
    if(counter12==max12) begin
    counter12<=0;
    outclk12<=~outclk12;
    end
    else counter12<=counter12+1;
    end
endmodule
`timescale 1ns / 1ps
module t_8(
input clk_trl,reset,
output reg [7:0]state
    );
    parameter y0=8'b00000000,y1=8'b00000001,y2=8'b00000011,y3=8'b00000111,
    y4=8'b00001111,y5=8'b00011111,y6=8'b00111111,y7=8'b01111111;
    always@(posedge clk_trl)
    if(reset)
    state<=y0;
    else begin
    case(state)
    y0:if(1)state<=y1;
    else state<=y0;
    y1:if(1)state<=y2;
    else state<=y0;
    y2:if(1)state<=y3;
    else state<=y0;
    y3:if(1)state<=y4;
    else state<=y0;
    y4:if(1)state<=y5;
    else state<=y0;
    y5:if(1)state<=y6;
    else state<=y0;
    y6:if(1)state<=y7;
    else state<=y0;
    y7:if(1)state<=y0;
    else state<=y0;
    default:state<=y0;
    endcase
    end
endmodule
```

## ./run.sh

```bash
#!/bin/bash
# OpenROAD 26Q1-2900-gdf79404cd8, Yosys 0.63+post, stock flow scripts
make -C /OpenROAD-flow-scripts/flow DESIGN_CONFIG=/design/flow/config.mk WORK_HOME=/design/flow/orfs finish
```

## ./config.mk

```make
export PLATFORM = sky130hd
export DESIGN_NAME = Calendar
export DESIGN_NICKNAME = Calendar
export VERILOG_FILES = /design/flow/design.v
export SDC_FILE = /design/flow/constraint.sdc
export NUM_CORES = 4
export LEC_CHECK = 1
export CORE_UTILIZATION = 30
```

## ./constraint.sdc

```tcl
current_design Calendar

set clk_period 3.7
set clk_io_pct 0.2

create_clock -name clk0 -period $clk_period [get_ports {clk}]

set non_clock_inputs [all_inputs -no_clocks]
set_input_delay [expr $clk_period * $clk_io_pct] -clock clk0 $non_clock_inputs
set_output_delay [expr $clk_period * $clk_io_pct] -clock clk0 [all_outputs]
```

==> metrics.cfg <==
[hold_path]
min-delay-start=sck.counter12[20]
worstHoldPathType=reg2reg
min_path_cells=1

[power]
cell_internal_pwr_uw=633.4
clock_power_share=0.380
irDropWorstVdd_mv=0.2235
switching_power_total_uw=154.1
power-per-cell-area_nw_per_um2=306.7
power_leakage_uw=0.0009429
power.sequential.fraction=0.600
power.combinational.fraction=0.020
netSwitchingFraction=0.1957

[synth]
synthesis.area_per_instance_um2=9.238
synthDominantAreaCellType=sky130_fd_sc_hd__dfxtp_1
number_of_enable_type_register_cells_in_the_synthesized_netlist=2
synth-cells-yosys=240
ys_seq_elements=51
netlist.area_leader.share=0.4424
synthesis.yosys.warnings=4
yosysUniqueCellTypes=37
netlist_area_um2=2217
async_flop_share=0
synth.top_cells.by_area=sky130_fd_sc_hd__dfxtp_1 (44%), sky130_fd_sc_hd__xnor2_1 (7.1%), sky130_fd_sc_hd__xor2_1 (4.7%), sky130_fd_sc_hd__nor2_1 (3.7%), sky130_fd_sc_hd__nand3_1 (3.6%)
synth-seq-area-share=0.4695
synthCells=240
synth-area-yosys_um2=2217
postSynth.topFlopCell=sky130_fd_sc_hd__dfxtp_1

[flow_run]
log_warnings=27
drv_cap=0

[sta]
number_of_register_pins_that_no_clock_reaches=8
final_critical_path_setup_slack_ps=1611
slew_violations=0
finalClockSkew_ps=8.133
rsz0062_at_grt=false
setup-tns-final_ps=0
fmax_mhz=478.7
actual_slew_at_the_worst_max_slew_pin_ps=720.1
final_period_minus_worst_setup_slack_ps=2089
slew-limit-headroom=0.5148
hold_viol=0
timing.final.setup_violations=0
untimed_endpoints=31
final_min_period_over_clock_period=0.5646

[global_route]
gr-usage-all-layers=0.09867
grt.overflow.total=0
antenna_found_initial=0
grt_pass1_wl_um=6058
maximum_number_of_pins_on_one_net_before_global_route_repair=14
via_count_of_the_first_global_routing_pass=1352

[cells_and_area]
layout_top_cells_excl_fill_tap=sky130_fd_sc_hd__dfxtp_1 (49), sky130_fd_sc_hd__clkdlybuf4s50_1 (25), sky130_fd_sc_hd__nor2_1 (22)
drive_above_1_share=0.06746
most_used_logic_cell_in_the_final_layout=sky130_fd_sc_hd__dfxtp_1
area_delta_synth_final_pct=15.80

[worst_setup_path]
last_element_of_the_critical_path=sck.outclk190
worst-path-stages=3
timing.critical_path.buf_inv=0
worst_r2r_startpoint=sck.counter190[14]
critical_path_startpoint_category=flop
crit_path_max_fanout=11
timing.critical_path.required_ps=3650
cp-end-kind=flop
critical_path_class=reg2reg
cp_top_family=simple AND/OR/NAND/NOR gates
crit_chain=or4_1, or4_4, nor3_4
crit_arrival_ps=2040
critical_path.startpoint=sck.counter190[14]
worst-r2r-setup-slack_ps=1610
reg2reg_depth=3
slowest_stage=sky130_fd_sc_hd__or4_4
r2r-end=sck.outclk190
worst_path_largest_cell_delay_ps=540

[route]
drt_wl_total_um=3573
vias_per_cell=4.440
route.detailed.drc=0
route.antenna.remaining_nets=0
drt_first_pass_iters=4
route.vias.total=1545
initialDrtViolationCount=79
wl_per_cell_um=10.27
n_antenna_cell=0

[floorplan]
design.die.area_um2=7738
floorplan.die.width_um=87.97
initCoreUtil=0.3176
row_count=30
num_io_pins=27
std_cell_core_area_um2=6982
die_h_um=87.97

[clock_network]
cts.repair_timing.setup_buffer_count=0
clkTransAtPathRegs_ps=80
post_cts.resized_instances=0
clock_latency_on_the_worst_skew_pair_ps=290
clock_path_buffers=2
cts_hold_buffers=0
tritoncts=yes
cts-buffers-inserted=5
ctsHtreeMaxLevel=2
cts-root-buf=sky130_fd_sc_hd__clkbuf_8

[placed_design]
placement.setup.worst_slack_ps=1586
port_buffers=25
gp_routability_congestion=0.7683
dp.final_hpwl_um=2627

[run_status]
run_status=complete, no violations

==> worst register-to-register path, cell delays in order (launching register included) <==
cell	delay (ps)
sky130_fd_sc_hd__dfxtp_1	350
sky130_fd_sc_hd__or4_1	520
sky130_fd_sc_hd__or4_4	540
sky130_fd_sc_hd__nor3_4	350
==> power by group through the flow <==
stage	registers (uW)	logic (uW)	clock network [uW]
after CTS	472	16.3	313
after global routing	472	17.6	333
final	472	15.9	299
==> per-stage QoR <==
stage                     area (um2)    util  hold WS (ps)  power, uW  cells
final                           2567  0.3677         458.0      787.5    348
after global routing            2567  0.3677         497.4      822.7    348
after CTS                       2567  0.3677         465.2      801.0    348
after detailed placement        2476  0.3547         455.4      499.4    340
after global placement          2476  0.3547         445.1      499.3    340
after floorplan                 2217       -         428.0      488.8    240
==> flip-flops by register name, summed over array words and instances, names as in the netlist <==
| name | count |
|---|---|
| sck.outclk12 | 1 |
| sck.outclk190 | 1 |
| sck.counter190 | 19 |
| sck.counter12 | 22 |
| t.state | 8 |
==> kinds of logic (layout without fill, tap and decap cells) <==
kind of cell | count (synthesis) | after routing | synth area share
adder cells (fa/ha/maj) | 4 | 4 | 0.02257
XOR/XNOR | 30 | 30 | 0.1185
flip-flops | 51 | 51 | 0.4695
AND/OR/NAND/NOR | 109 | 109 | 0.2743
other | 1 | 1 | 0.001691
buffers and inverters | 30 | 42 | 0.06546
AND-OR/OR-AND | 11 | 11 | 0.02991
multiplexers | 4 | 4 | 0.01806
==> worst min-delay path by stage <==
stage                        end  slack [ps]
global route  sck.counter190[12]         500
finish         sck.counter12[20]         460
CTS            sck.counter12[20]         470
==> area by class of cell <==
| type | instances | area [um2] |
|---|---|---|
| Sequential cell | 51 | 1041 |
| Timing Repair Buffer | 25 | 250.2 |
| Inverter | 9 | 33.78 |
| Fill cell | 711 | 4414 |
| Tap cell | 96 | 120.1 |
| Clock buffer | 7 | 86.33 |
| Multi-Input combinational cell | 159 | 1031 |
| Clock inverter | 1 | 5.005 |
==> routing by layer <==
layer,vias to the layer above,GRT usage,wire length (um)
li1,828,-,-
met2,19,0.1522,1546
met5,-,0,0
met3,4,0.01718,102
met4,0,0.01043,26
met1,694,0.1534,1898
==> synth_stat cells, types with 2 or more instances <==
cell                       count
sky130_fd_sc_hd__dfxtp_1      49
sky130_fd_sc_hd__nor2_1       22
sky130_fd_sc_hd__xnor2_1      18
sky130_fd_sc_hd__nand3_1      16
sky130_fd_sc_hd__nand2_1      15
sky130_fd_sc_hd__clkbuf_1     12
sky130_fd_sc_hd__xor2_1       12
sky130_fd_sc_hd__inv_1         9
sky130_fd_sc_hd__nand4_1       9
sky130_fd_sc_hd__nor2b_1       8
sky130_fd_sc_hd__buf_4         6
sky130_fd_sc_hd__o21ai_0       6
sky130_fd_sc_hd__or3_1         6
sky130_fd_sc_hd__nor3_1        5
sky130_fd_sc_hd__nor4_1        5
sky130_fd_sc_hd__or2_2         5
sky130_fd_sc_hd__and3_1        4
sky130_fd_sc_hd__ha_1          4
sky130_fd_sc_hd__mux2i_1       4
sky130_fd_sc_hd__or4_1         3
sky130_fd_sc_hd__a21oi_1       2
sky130_fd_sc_hd__and4_1        2
sky130_fd_sc_hd__clkbuf_2      2
sky130_fd_sc_hd__edfxtp_1      2
sky130_fd_sc_hd__nor4b_1       2
Power and IR drop assume default switching activity.
